--- flow/run.sh ---
#!/bin/bash
# OpenROAD 26Q1-2900-gdf79404cd8, Yosys 0.63+post, stock flow scripts
make -C /OpenROAD-flow-scripts/flow DESIGN_CONFIG=/design/flow/config.mk WORK_HOME=/design/flow/orfs finish
--- flow/config.mk ---
export PLATFORM = sky130hd
export DESIGN_NAME = DSP
export DESIGN_NICKNAME = DSP
export VERILOG_FILES = /design/flow/design.v
export SDC_FILE = /design/flow/constraint.sdc
export NUM_CORES = 4
export LEC_CHECK = 1
export CORE_UTILIZATION = 50
--- flow/constraint.sdc ---
current_design DSP

set clk_period 9.4
set clk_io_pct 0.2

create_clock -name clk0 -period $clk_period [get_ports {clk}]

set non_clock_inputs [all_inputs -no_clocks]
set_input_delay [expr $clk_period * $clk_io_pct] -clock clk0 $non_clock_inputs
set_output_delay [expr $clk_period * $clk_io_pct] -clock clk0 [all_outputs]
--- flow/design.v ---
interface FIFO_interface(input clk);
    parameter FIFO_WIDTH = 16;
    parameter FIFO_DEPTH = 8;
    logic [FIFO_WIDTH-1:0] data_in;
    logic rst_n, wr_en, rd_en;
    logic [FIFO_WIDTH-1:0] data_out;
    logic wr_ack, overflow;
    logic full, empty, almostfull, almostempty, underflow;
    modport DUT  (input data_in, rst_n, wr_en, rd_en, clk, output data_out, wr_ack, overflow, full, empty, almostfull, almostempty, underflow);
    modport TEST (output data_in, rst_n, wr_en, rd_en, clk, input data_out, wr_ack, overflow, full, empty, almostfull, almostempty, underflow);
    modport MON (input data_in, rst_n, wr_en, rd_en, data_out, wr_ack, overflow, full, empty, almostfull, almostempty, underflow, clk);
endinterface
interface vending_machine_if(input clk);
parameter WAIT = 2'b00;
parameter Q_25 = 2'b01;
parameter Q_50 = 2'b11;
logic Q_in, D_in, rstn, change, dispense;
modport MON (input Q_in, D_in, rstn, change, dispense, clk);
modport DUT (input Q_in, D_in, rstn, clk, output change, dispense);
modport TEST (input clk, change, dispense, output Q_in, D_in, rstn);
endinterface
interface counter_if(input clk);
    parameter WIDTH = 4;
    logic rst_n;
    logic load_n;
    logic up_down;
    logic ce;
    logic [WIDTH-1:0] data_load;
    logic [WIDTH-1:0] count_out;
    logic max_count;
    logic zero;
    modport DUT (input clk, rst_n, load_n, up_down, ce, data_load, output count_out, max_count, zero);
    modport TEST (input count_out, max_count, zero , output clk, rst_n, load_n, up_down, ce, data_load);
    modport MON (input count_out, max_count, zero, clk, rst_n, load_n, up_down, ce, data_load);
endinterface
module DSP(A, B, C, D, clk, rst_n, P);
parameter OPERATION = "ADD";
input  [17:0] A, B, D;
input  [47:0] C;
input clk, rst_n;
output reg  [47:0] P;
reg  [17:0] A_reg_stg1, A_reg_stg2, B_reg, D_reg, adder_out_stg1, adder_out_stg2;
reg  [47:0] C_reg, mult_out;
always @(posedge clk or negedge rst_n) begin
	if (!rst_n) begin
		 A_reg_stg1 <= 0;
		 A_reg_stg2 <= 0;
		 B_reg <= 0;
		 D_reg <= 0;
		 adder_out_stg1 <= 0; 
		 mult_out <= 0;
		 P <= 0;
	end
	else begin
		A_reg_stg1 <= A;
		A_reg_stg2 <= A_reg_stg1;
		B_reg <= B;
		C_reg <= C;
		D_reg <= D; 
		adder_out_stg2 <= adder_out_stg1; 
		if (OPERATION == "ADD") begin
			adder_out_stg1 <= D_reg + B_reg;
			P <= mult_out + C_reg;
		end
		else if (OPERATION == "SUBTRACT") begin
			adder_out_stg1 <= D_reg - B_reg;
			P <= mult_out - C_reg;
		end
		mult_out <= A_reg_stg2 * adder_out_stg2;
	end
end
endmodule
==> run summary <==
run metrics: status=completed, Worst Hold Launch=A_reg_stg1[15], register share after synthesis=0.3204, Synth Flop Type=dfrtp_1, Min-Delay Path Depth=0, dominant cell type by area after synthesis=fa_1, Routed WL per cell=between 15 and 20 um, Worst-Margin Slew=~0.8 ns, Die Wd=between 200 and 250 um, mapped cell area=19,770 sq um, fin util=0.5830, setup slack, reg-to-reg=around 2.9 ns, yosys stat chip area=19,770 sq um, Hold WC Path Type=register to register, H-tree depth=1, max-cap violations=0, post_cts resized=0, final setup TNS=0 ns, initial DRC count=between 400 and 500, gp weighted congestion=between 0.8 and 0.9, Post-CTS Setup Bufs=0, Setup CP Type=register to register, critical path's top delay family=adder cells, Post-synth EDFFs=~66, full die area=between 40,000 and 50,000 sq um, CP max stage cell=edfxtp_1, Core ar.=38,830 sq um, number of buffers added on ports=around 150, Final setup violation count=0, Routed Antenna Nets=0, Tot GR Track Use=0.2337, Rows=roughly 72, Critical Path Start Type=register, cell total in the yosys stat output=between 1,500 and 2,000, Cell area leaders=fa_1, dfrtp_1, ha_1, R2R depth=21, mean post-synth cell area=approximately 11 sq um, latest clock arrival within the worst-skew pair=approximately 0.55 ns, vias=13,005, hpwl dp=~33,000 um, clk buf depth=3, # diodes=0, CTS tree=yes, I/O pin count=roughly 150, Critical Path AT=~7 ns, Syn. warnings=1, WP data required=a little under 10 ns, area share, top type=0.2612, Period minus WS final=6.513 ns, largest net degree at the start of global routing=around 99, first-pass GRT wire length=69,480 um, Fillers=3,205, drt pass-1 iters=5, Final period util=0.6928, TritonCTS Sinks=~240, critical-path cell list=nand2_1 -> fa_1 -> inv_1 -> fa_1 -> inv_1 -> fa_1 -> inv_1 -> fa_1 -> fa_1 -> inv_1 -> fa_1 -> inv_1 -> ha_1 -> nand2_1 -> nor2_1 -> nand3_1 -> o32a_1 -> a211o_1 -> o21ai_1 -> a21oi_1 -> xnor2_1, RSZ-0062 raised after global routing=no, Yosys reg bits=roughly 240, FMAX=~150 MHz, P&R area growth vs syn=14.47%, R2R Path End=mult_out[29], CP max stage delay=about 0.86 ns, vias in the first global route=~14,000, clock skew=roughly 0.015 ns, Hold EP=A_reg_stg2[15], cts bufs inserted=27, Critical Path Sink Type=register, CP Max Fanout=18, CTS root buf=clkbuf_16, Overflow after GRT=0, Worst Setup SP=adder_out_stg2[9], Distinct cells, synth=about 60, initial antenna violation count=0, DRC errors left=0, Die H=around 200 um, final max-slew violation count=0, Pre-Place Util=0.5093, worst reg2reg path startpoint=adder_out_stg2[9], Worst-path clk slew=~0.07 ns, Async SR Flop Fraction=0.7250, CTS Hold Bufs=0, via density per instance=approximately 5.1, CP Buf/Inv Count=5, endpoints failing hold=0, OpenROAD warning count=25, WL final=around 42,000 um, crit-path most repeated cell=fa_1, Syn Inst Count=roughly 1,900, layout cell share with drive strength beyond 1=0.03471, Slew headroom=0.4668
[synthesized netlist by cell type, types with 19 or more instances]
cell and n:
inv_1 312, fa_1 258, nand2_1 237, dfrtp_1 174, ha_1 163, and2_1 137, a21oi_1 68, edfxtp_1 66
xnor2_1 63, clkbuf_1 53, o21ai_0 43, nor2_1 40, a21o_1 38, xor2_1 27, nand3_1 19, nor3_1 19
[kinds of logic after synthesis]
family / after synthesis / share of synthesized area
AOI/OAI and AO/OA: 241 / 0.08030
xor gates and xnor gates: 90 / 0.03986
adders and majority gates: 421 / 0.3643
buffers and inverters: 376 / 0.07232
DFF: 240 / 0.3204
and+or+nand+nor: 505 / 0.1228
[layout by cell type, fill, tap and decap left out, types with 6 or more instances in the layout]
cell type        count
inv_1              312
fa_1               258
nand2_1            237
dfrtp_1            174
ha_1               163
clkdlybuf4s50_1    150
and2_1             137
a21oi_1             68
edfxtp_1            66
xnor2_1             63
o21ai_0             43
nor2_1              40
a21o_1              38
xor2_1              27
clkbuf_16           27
nand3_1             19
nor3_1              19
o21a_1              15
nand4_1             13
a211oi_1            11
and3_1              11
o211ai_1            10
o21bai_1             8
buf_4                8
or3_1                7
o21ai_1              7
nor2b_1              6
nand2b_1             6
clkbuf_8             6
[metal layers]
metal	global-route usage	routed length, um	part of all wire	vias to the layer above
li1	-	-	-	6185
met5	0.01190	63	0.0015	-
met4	0.04444	981	0.023	2
met2	0.3390	18600	0.45	447
met3	0.09822	4099	0.098	62
met1	0.3548	18010	0.43	6309
[metrics by stage]
step / hold WS, ns / area, sq um / setup slack, ns / std cells
6_report: 0.3453 / 22640 / 2.887 / 2535
5_1_grt: 0.3526 / 22640 / 2.554 / 2535
4_1_cts: 0.3451 / 22640 / 2.969 / 2535
3_5_place_dp: 0.3347 / 21740 / 2.955 / 2486
3_3_place_gp: 0.3316 / 21740 / 2.964 / 2486
2_1_floorplan: 0.3312 / 19770 / 3.564 / 1873
[worst register-to-register path, cell delays in order, from the launching register on]
cell      delay [ns]
edfxtp_1        0.86
nand2_1         0.20
fa_1            0.56
inv_1           0.08
fa_1            0.50
inv_1           0.05
fa_1            0.53
inv_1           0.05
fa_1            0.45
fa_1            0.49
inv_1           0.05
fa_1            0.47
inv_1           0.04
ha_1            0.41
nand2_1         0.13
nor2_1          0.26
nand3_1         0.17
o32a_1          0.41
a211o_1         0.31
o21ai_1         0.15
a21oi_1         0.09
xnor2_1         0.19
[layout make-up]
cell class	count	area (sq um)	share of cell area
Clock inverter	12	122.6	0.005417
Tap cell	518	648.1	0.02863
Inverter	312	1171	0.05174
Clock buffer	37	773.2	0.03416
Sequential cell	240	6336	0.2799
Timing Repair Buffer	159	1577	0.06965
Multi-Input combinational cell	1257	12010	0.5305
[worst max path at each step]
stage             endpoint  slack, ns  cells past startpoint
finish        mult_out[29]       2.89                     21
global route  mult_out[35]       2.55                     21
CTS           mult_out[29]       2.97                     21
