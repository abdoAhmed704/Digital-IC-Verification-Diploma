--- flow/run.sh ---
#!/bin/bash
# OpenROAD 26Q1-2900-gdf79404cd8, Yosys 0.63+post, stock flow scripts
make -C /OpenROAD-flow-scripts/flow DESIGN_CONFIG=/design/flow/config.mk WORK_HOME=/design/flow/orfs finish
--- flow/config.mk ---
export PLATFORM = sky130hd
export DESIGN_NAME = ALSU
export DESIGN_NICKNAME = ALSU
export VERILOG_FILES = /design/flow/design.v
export SDC_FILE = /design/flow/constraint.sdc
export NUM_CORES = 4
export LEC_CHECK = 1
export CORE_UTILIZATION = 30
--- flow/constraint.sdc ---
current_design ALSU

set clk_period 4.5
set clk_io_pct 0.2

create_clock -name clk0 -period $clk_period [get_ports {clk}]

set non_clock_inputs [all_inputs -no_clocks]
set_input_delay [expr $clk_period * $clk_io_pct] -clock clk0 $non_clock_inputs
set_output_delay [expr $clk_period * $clk_io_pct] -clock clk0 [all_outputs]
--- flow/design.v ---
interface FIFO_interface(input clk);
    parameter FIFO_WIDTH = 16;
    parameter FIFO_DEPTH = 8;
    logic [FIFO_WIDTH-1:0] data_in;
    logic rst_n, wr_en, rd_en;
    logic [FIFO_WIDTH-1:0] data_out;
    logic wr_ack, overflow;
    logic full, empty, almostfull, almostempty, underflow;
    modport DUT  (input data_in, rst_n, wr_en, rd_en, clk, output data_out, wr_ack, overflow, full, empty, almostfull, almostempty, underflow);
    modport TEST (output data_in, rst_n, wr_en, rd_en, clk, input data_out, wr_ack, overflow, full, empty, almostfull, almostempty, underflow);
    modport MON (input data_in, rst_n, wr_en, rd_en, data_out, wr_ack, overflow, full, empty, almostfull, almostempty, underflow, clk);
endinterface
interface vending_machine_if(input clk);
parameter WAIT = 2'b00;
parameter Q_25 = 2'b01;
parameter Q_50 = 2'b11;
logic Q_in, D_in, rstn, change, dispense;
modport MON (input Q_in, D_in, rstn, change, dispense, clk);
modport DUT (input Q_in, D_in, rstn, clk, output change, dispense);
modport TEST (input clk, change, dispense, output Q_in, D_in, rstn);
endinterface
interface counter_if(input clk);
    parameter WIDTH = 4;
    logic rst_n;
    logic load_n;
    logic up_down;
    logic ce;
    logic [WIDTH-1:0] data_load;
    logic [WIDTH-1:0] count_out;
    logic max_count;
    logic zero;
    modport DUT (input clk, rst_n, load_n, up_down, ce, data_load, output count_out, max_count, zero);
    modport TEST (input count_out, max_count, zero , output clk, rst_n, load_n, up_down, ce, data_load);
    modport MON (input count_out, max_count, zero, clk, rst_n, load_n, up_down, ce, data_load);
endinterface
module ALSU(A, B, cin, serial_in, red_op_A, red_op_B, opcode, bypass_A, bypass_B, clk, rst, direction, leds, out);
parameter INPUT_PRIORITY = "A";
parameter FULL_ADDER = "ON";
input clk, cin, rst, red_op_A, red_op_B, bypass_A, bypass_B, direction, serial_in;
input [2:0] opcode;
input signed [2:0] A, B;
output reg [15:0] leds;
output reg signed [5:0] out;
reg red_op_A_reg, red_op_B_reg, bypass_A_reg, bypass_B_reg, direction_reg, serial_in_reg;
reg signed [1:0] cin_reg;
reg [2:0] opcode_reg;
reg signed [2:0] A_reg, B_reg;
wire invalid_red_op, invalid_opcode, invalid;
assign invalid_red_op = (red_op_A_reg | red_op_B_reg) & (opcode_reg[1] | opcode_reg[2]);
assign invalid_opcode = opcode_reg[1] & opcode_reg[2];
assign invalid = invalid_red_op | invalid_opcode;
always @(posedge clk or posedge rst) begin
  if(rst) begin
     cin_reg <= 0;
     red_op_B_reg <= 0;
     red_op_A_reg <= 0;
     bypass_B_reg <= 0;
     bypass_A_reg <= 0;
     direction_reg <= 0;
     serial_in_reg <= 0;
     opcode_reg <= 0;
     A_reg <= 0;
     B_reg <= 0;
  end else begin
     cin_reg <= cin;
     red_op_B_reg <= red_op_B;
     red_op_A_reg <= red_op_A;
     bypass_B_reg <= bypass_B;
     bypass_A_reg <= bypass_A;
     direction_reg <= direction;
     serial_in_reg <= serial_in;
     opcode_reg <= opcode;
     A_reg <= A;
     B_reg <= B;
  end
end
always @(posedge clk or posedge rst) begin
  if(rst) begin
     leds <= 0;
  end else begin
      if (invalid)
        leds <= ~leds;
      else
        leds <= 0;
  end
end
always @(posedge clk or posedge rst) begin
  if(rst) begin
    out <= 0;
  end
  else begin
    if (bypass_A_reg && bypass_B_reg)
      out <= (INPUT_PRIORITY == "A")? A_reg: B_reg;
    else if (bypass_A_reg)
      out <= A_reg;
    else if (bypass_B_reg)
      out <= B_reg;
    else if (invalid) 
        out <= 0;
    else begin
        case (opcode_reg)
          3'h0: begin 
            if (red_op_A_reg && red_op_B_reg)
              out <= (INPUT_PRIORITY == "A")? |A_reg: |B_reg;
            else if (red_op_A_reg) 
              out <= |A_reg;
            else if (red_op_B_reg)
              out <= |B_reg;
            else 
              out <= A_reg | B_reg;
          end
          3'h1: begin
            if (red_op_A_reg && red_op_B_reg)
              out <= (INPUT_PRIORITY == "A")? ^A_reg: ^B_reg;
            else if (red_op_A_reg) 
              out <= ^A_reg;
            else if (red_op_B_reg)
              out <= ^B_reg;
            else 
              out <= A_reg ^ B_reg;
          end
          3'h2: begin
            if(FULL_ADDER == "ON")begin
              out <= A_reg + B_reg + cin_reg;
            end
            else begin
              out <= A_reg + B_reg;
            end
          end
          3'h3: out <= A_reg * B_reg;
          3'h4: begin
            if (direction_reg)
              out <= {out[4:0], serial_in_reg};
            else
              out <= {serial_in_reg, out[5:1]};
          end
          3'h5: begin
            if (direction_reg)
              out <= {out[4:0], out[5]};
            else
              out <= {out[0], out[5:1]};
          end
        endcase
    end 
  end
end
endmodule
==> flow_summary.toml <==
# implementation run metrics
[hold_path]
whs_path_depth = 1
hold_class = "reg2reg"
hold_start = "leds[3]"
min_to = "leds[3]"

[sta]
min_period_ns = 2.98
rsz0062_at_grt = "false"
fin_worst_skew_ns = 0.00666
slew_headroom_pct = 59.5
setup_viol = 0
tns_ns = 0
max_slew.worst_pin.slew_ns = 0.608
final_min_period_over_clock_period_pct = 66.3
slew_violations = 0
fmax_mhz = 335
hold_viol = 0

[setup_path]
crit_start = "A_reg[2]"
required_ns = 4.70
crit_fanout = 8
timing.rr.end = "out[5]"
r2r_start = "A_reg[2]"
critPathKind = "reg2reg"
ff2ff_setup_slack_ns = 1.52
critPathLaunchType = "flip-flop"
critical_path_arrival_ns = 3.19
crit_path_end_kind = "flip-flop"
worst_r2r_path_depth = 12

[global_routing]
grt.total_usage_pct = 12.7
grt_max_degree = 39
grt_overflow = 0
grt_pass1_wl_um = 7040
grt_antenna_before_repair = 0
grt_pass1_vias = 1471

[clock_tree]
hold_buffers = 0
h-tree-depth = 2
cts_num_sinks = 38
clock_path_buffers = 2
numCtsBuffers = 5
clk_pin_slew_worst_paths_ns = 0.08
root_buffer = "clkbuf_8"
post-cts-setup-buffer-count = 0
clock_latency_ns = 0.29
tritoncts = "yes"
cts_resized = 0

[pwr]
vdd_ir_drop_max_mv = 0.178
power.leakage_nw = 1.16
powerDensity_mw_per_mm2 = 332

[flow_run]
tool_warnings = 29
cap_viol_max_count = 0

[finish]
top_register = "leds"
fin_area_mm2 = 0.00259
fill_cells = 632
largest_register_ff_count = 16
largestRegisters = "leds (16), out (6)"
seqCellArea_um2 = 951
drive_above_1_share_pct = 4.66
area_growth_pct = 29.0
multiInputGateArea_um2 = 937

[logic_synthesis]
synth.most_common_cell = "dfrtp_1"
ys_warn_count = 1
synth.distinct_cells = 41
postSynthSeqShare_pct = 47.4
top_cells_by_area = "dfrtp_1, ha_1, fa_1"
async_reset_ff_share_pct = 100
yosysTopAreaCell = "dfrtp_1"
synthTopCellsByCount = "dfrtp_1, nor2_1, inv_1"
ys.flops = 38
synth_top_area_share_pct = 47.4
syn_area_mm2 = 0.00200
synth-main-ff-cell = "dfrtp_1"
syn_area_per_cell_um2 = 10.4
ys_cells = 193
netlist_instances = 193
yosys_area_mm2 = 0.00200
edf_count = 0

[routing]
diodes = 0
dr.pass1.iters = 4
wl_um = 4090
wl_per_cell_um = 13.1
antenna_left = 0
post-route-drc-count = 0
vias = 1435
viasPerCell = 4.58
drtIter0Drc = 88

[die]
dieArea_mm2 = 0.00701
initial_utilization_pct = 31.4
die_width_um = 83.7
ios = 40
core.rowCount = 29
coreArea_mm2 = 0.00639
die_y_um = 83.7

[place]
postPlaceCellArea_mm2 = 0.00247
hpwl_um = 3050
numPortBuffers = 39
routabilityCongestion = 0.910

[status]
status = "completed"
-- through the flow --
stage	setup WS (ns)	std cells	hold WS [ns]	utilization, %	power (W)
floorplan	1.71	193	0.378	-	0.000489
CTS	1.47	313	0.427	40.5	0.000874
global placement	1.61	305	0.412	38.7	0.000583
global route	1.26	313	0.438	40.5	0.000921
finish	1.52	313	0.423	40.5	0.000860
detailed placement	1.48	305	0.414	38.7	0.000582
-- kinds of logic (layout without fill, tap and decap cells) --
family                   count (synthesis)  after routing  share of synthesized area [%]
adder cells (fa/ha/maj)                 21             21                           15.7
AND-OR/OR-AND                           38             38                           12.4
XOR/XNOR                                 5              5                           2.19
flip-flops                              38             38                           47.4
multiplexers                             8              8                           4.00
buffers and inverters                   29             72                           5.80
AND/OR/NAND/NOR                         54             54                           12.4
-- per-layer routing --
layer	part of all wire, %	wire length (um)	GRT usage (%)	vias up
met3	6.3	259	2.51	0
met2	42	1740	18.0	47
met1	51	2100	21.7	661
met4	0	0	1.23	0
met5	0	0	0	-
li1	-	-	-	727
-- layout make-up --
class	instances	share of cell area, %
Inverter	24	3.48
Timing Repair Buffer	40	15.4
Clock inverter	3	1.74
Clock buffer	5	2.66
Sequential cell	38	36.8
Multi-Input combinational cell	126	36.2
Tap cell	77	3.73
-- worst max-delay path, stage by stage, from the launching register on --
cell     delay [ns]
dfrtp_1        0.49
nand2_1        0.19
fa_1           0.53
fa_1           0.40
inv_1          0.06
ha_1           0.13
inv_1          0.05
fa_1           0.37
xor2_1         0.16
xnor2_1        0.17
xnor2_1        0.13
nand2_1        0.07
a31oi_1        0.17
-- report_power, final --
part	leakage (nW)	switching, W	internal [W]
logic	0.653	0.0000684	0.000101
registers	0.452	0.0000297	0.000375
clock network	0.0504	0.000121	0.000165
total	1.16	0.000219	0.000641
-- worst max-delay path by stage --
stage | end | slack [ns] | cells after the start
final | out[5] | 1.52 | 12
after global routing | out[5] | 1.26 | 12
after CTS | out[5] | 1.47 | 12
-- placed cells by master (no fill, tap or decap), types with 4 or more instances in the layout --
| cell | Yosys | final |
|---|---|---|
| clkdlybuf4s50_1 | 0 | 39 |
| dfrtp_1 | 38 | 38 |
| nor2_1 | 25 | 25 |
| inv_1 | 23 | 23 |
| ha_1 | 14 | 14 |
| nand2_1 | 11 | 11 |
| a21oi_1 | 9 | 9 |
| mux2i_1 | 8 | 8 |
| o21ai_1 | 7 | 7 |
| fa_1 | 7 | 7 |
| nand2b_1 | 5 | 5 |
| clkbuf_8 | 0 | 5 |
| o21ai_0 | 4 | 4 |
No activity file was given, so power comes from the tool's default toggle rates.
