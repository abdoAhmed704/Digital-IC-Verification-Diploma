==> design.v <==
interface FIFO_interface(input clk);
    parameter FIFO_WIDTH = 16;
    parameter FIFO_DEPTH = 8;
    logic [FIFO_WIDTH-1:0] data_in;
    logic rst_n, wr_en, rd_en;
    logic [FIFO_WIDTH-1:0] data_out;
    logic wr_ack, overflow;
    logic full, empty, almostfull, almostempty, underflow;
    modport DUT  (input data_in, rst_n, wr_en, rd_en, clk, output data_out, wr_ack, overflow, full, empty, almostfull, almostempty, underflow);
    modport TEST (output data_in, rst_n, wr_en, rd_en, clk, input data_out, wr_ack, overflow, full, empty, almostfull, almostempty, underflow);
    modport MON (input data_in, rst_n, wr_en, rd_en, data_out, wr_ack, overflow, full, empty, almostfull, almostempty, underflow, clk);
endinterface
interface vending_machine_if(input clk);
parameter WAIT = 2'b00;
parameter Q_25 = 2'b01;
parameter Q_50 = 2'b11;
logic Q_in, D_in, rstn, change, dispense;
modport MON (input Q_in, D_in, rstn, change, dispense, clk);
modport DUT (input Q_in, D_in, rstn, clk, output change, dispense);
modport TEST (input clk, change, dispense, output Q_in, D_in, rstn);
endinterface
interface counter_if(input clk);
    parameter WIDTH = 4;
    logic rst_n;
    logic load_n;
    logic up_down;
    logic ce;
    logic [WIDTH-1:0] data_load;
    logic [WIDTH-1:0] count_out;
    logic max_count;
    logic zero;
    modport DUT (input clk, rst_n, load_n, up_down, ce, data_load, output count_out, max_count, zero);
    modport TEST (input count_out, max_count, zero , output clk, rst_n, load_n, up_down, ce, data_load);
    modport MON (input count_out, max_count, zero, clk, rst_n, load_n, up_down, ce, data_load);
endinterface
module ALSU_GOLDEN_MODEL(A, B, cin, serial_in, red_op_A, red_op_B, opcode, bypass_A, bypass_B, clk, rst, direction, leds, out);
parameter INPUT_PRIORITY = "A";
parameter FULL_ADDER = "ON";
input clk, cin, rst, red_op_A, red_op_B, bypass_A, bypass_B, direction, serial_in;
input [2:0] opcode;
input signed [2:0] A, B;
output reg [15:0] leds;
output reg signed [5:0] out;
reg red_op_A_reg, red_op_B_reg, bypass_A_reg, bypass_B_reg, direction_reg, serial_in_reg;
reg signed [1:0] cin_reg;
reg [2:0] opcode_reg;
reg signed [2:0] A_reg, B_reg;
wire invalid_red_op, invalid_opcode, invalid;
assign invalid_red_op = (red_op_A_reg | red_op_B_reg) & (opcode_reg[1] | opcode_reg[2]);
assign invalid_opcode = opcode_reg[1] & opcode_reg[2];
assign invalid = invalid_red_op | invalid_opcode;
always @(posedge clk or posedge rst) begin
  if(rst) begin
     cin_reg <= 0;
     red_op_B_reg <= 0;
     red_op_A_reg <= 0;
     bypass_B_reg <= 0;
     bypass_A_reg <= 0;
     direction_reg <= 0;
     serial_in_reg <= 0;
     opcode_reg <= 0;
     A_reg <= 0;
     B_reg <= 0;
  end else begin
     cin_reg <= cin;
     red_op_B_reg <= red_op_B;
     red_op_A_reg <= red_op_A;
     bypass_B_reg <= bypass_B;
     bypass_A_reg <= bypass_A;
     direction_reg <= direction;
     serial_in_reg <= serial_in;
     opcode_reg <= opcode;
     A_reg <= A;
     B_reg <= B;
  end
end
always @(posedge clk or posedge rst) begin
  if(rst) begin
     leds <= 0;
  end else begin
      if (invalid)
        leds <= ~leds;
      else
        leds <= 0;
  end
end
always @(posedge clk or posedge rst) begin
  if(rst) begin
    out <= 0;
  end
  else begin
    if (bypass_A_reg && bypass_B_reg)
      out <= (INPUT_PRIORITY == "A")? A_reg: B_reg;
    else if (bypass_A_reg)
      out <= A_reg;
    else if (bypass_B_reg)
      out <= B_reg;
    else if (invalid) 
        out <= 0;
    else begin
        case (opcode_reg)
          3'h0: begin 
            if (red_op_A_reg && red_op_B_reg)
              out <= (INPUT_PRIORITY == "A")? |A_reg: |B_reg;
            else if (red_op_A_reg) 
              out <= |A_reg;
            else if (red_op_B_reg)
              out <= |B_reg;
            else 
              out <= A_reg | B_reg;
          end
          3'h1: begin
            if (red_op_A_reg && red_op_B_reg)
              out <= (INPUT_PRIORITY == "A")? ^A_reg: ^B_reg;
            else if (red_op_A_reg) 
              out <= ^A_reg;
            else if (red_op_B_reg)
              out <= ^B_reg;
            else 
              out <= A_reg ^ B_reg;
          end
          3'h2: begin
            if(FULL_ADDER == "ON")begin
              out <= A_reg + B_reg + cin_reg;
            end
            else begin
              out <= A_reg + B_reg;
            end
          end
          3'h3: out <= A_reg * B_reg;
          3'h4: begin
            if (direction_reg)
              out <= {out[4:0], serial_in_reg};
            else
              out <= {serial_in_reg, out[5:1]};
          end
          3'h5: begin
            if (direction_reg)
              out <= {out[4:0], out[5]};
            else
              out <= {out[0], out[5:1]};
          end
        endcase
    end 
  end
end
endmodule
==> run.sh <==
#!/bin/bash
# OpenROAD 26Q1-2900-gdf79404cd8, Yosys 0.63+post, stock flow scripts
make -C /OpenROAD-flow-scripts/flow DESIGN_CONFIG=/design/flow/config.mk WORK_HOME=/design/flow/orfs finish
==> config.mk <==
export PLATFORM = sky130hd
export DESIGN_NAME = ALSU_GOLDEN_MODEL
export DESIGN_NICKNAME = ALSU_GOLDEN_MODEL
export VERILOG_FILES = /design/flow/design.v
export SDC_FILE = /design/flow/constraint.sdc
export NUM_CORES = 4
export LEC_CHECK = 1
export CORE_UTILIZATION = 50
==> constraint.sdc <==
current_design ALSU_GOLDEN_MODEL

set clk_period 4.5
set clk_io_pct 0.2

create_clock -name clk0 -period $clk_period [get_ports {clk}]

set non_clock_inputs [all_inputs -no_clocks]
set_input_delay [expr $clk_period * $clk_io_pct] -clock clk0 $non_clock_inputs
set_output_delay [expr $clk_period * $clk_io_pct] -clock clk0 [all_outputs]
==> results.ini <==
[route]
drt_iter0_drc = 122
ant_nets = 0
drc = 0
totalWireLength_um = 4110
antenna_cells_inserted = 0
dr.pass1.iters = 4
viasPerCell = 5.09
vias = 1446
drt-wirelength-per-cell_um = 14.5

[clock_tree]
path_clk_slew_ps = 80
h-tree-depth = 2
cts_tree = built
ctsHoldBuffers = 0
cts_buffer_depth = 2
cts_resized = 0
cts_root_buf = clkbuf_8
cts_made_buffers = 5
postCtsSetupBuffers = 0
clock_latency_ps = 280
cts_sinks = 38

[power_and_ir_drop]
p_leak_uw = 0.00118
powerDensity_nw_per_um2 = 360
peakVddDrop_mv = 0.284

[yosys]
synth-main-ff-cell = dfrtp_1
yosys_cells = 193
synthArstFlopShare = 1.00
synth_cells = 193
synth_flops = 38
ys_types = 41
syn_area_um2 = 2000
topCellsByArea = dfrtp_1 47%, ha_1 8.7%, fa_1 7.0%
ys_seq_share = 0.474
avgSynthCellArea_um2 = 10.4
edf_count = 0
top_area_frac = 0.474
yosys.area.top_type = dfrtp_1
ys_warn_count = 1
yosys_area_um2 = 2000

[floorplanning]
die_w_um = 65.3
initial_core_util = 0.535
chipHeight_um = 65.3
rows = 22
die_area_um2 = 4270
core_um2 = 3740
boundaryPins = 40

[finish]
largest_register = leds
area_growth_pct = 28.7
largest_reg_flops = 16
drive_gt1_frac = 0.0466
top_regs = leds: 16 flops, out: 6 flops

[sta]
max_slew_margin = 0.575
rsz0062_at_grt = no
finalHoldViolations = 0
drv_slew = 0
worstMarginPinSlew_ps = 638
setup_tns_ps = 0
clock.fmax_ghz = 0.334
timing.hold.ws_ps = 425
final.period_utilization = 0.665
skew_ps = 5.56
setup_viol = 0
min_period_ps = 2990

[setup_path]
cp_common_cell = fa_1
worstPathArrival_ps = 3200
crit_required_ps = 4710
cp_num_buf_inv = 2
cp_max_fo = 8
cp-end-kind = register
crit_chain = nand2_1 -> fa_1 -> fa_1 -> inv_1 -> ha_1 -> inv_1 -> fa_1 -> xor2_1 -> xnor2_1 -> xnor2_1 -> nand2_1 -> a31oi_1
critPathSlowestCell = fa_1
worst_path_dominant_cell_family = adder cells
setup.worst_path.start_class = register
critPathKind = register to register
slowest_delay_ps = 530

[global_route]
gr-total-overflow = 0
grt_pass1_wl_um = 6820
grt_pass1_vias = 1461
grt_max_degree = 39
grt_use_total = 0.221
antenna_found_initial = 0

[job]
max_cap_violations = 0
warnings = 30

[hold_path]
min_path_type = register to register

[placed_design]
io_buffers = 39
hpwl_um = 3100
gp_congestion = 0.941

[status]
status = complete, no violations

## cell families after synthesis
family,count (synthesis),share of synthesized area
mux,8,0.0400
buf+inv,29,0.0580
xor+xnor,5,0.0219
compound gates,38,0.124
simple gates,54,0.124
flops,38,0.474
fa+ha+maj,21,0.157
## stage by stage
stage / area, um^2 / power (uW) / setup WS (ps) / instances / utilization
2_1_floorplan: 2000 / 489 / 1710 / 193 / -
3_3_place_gp: 2440 / 582 / 1620 / 276 / 0.651
3_5_place_dp: 2440 / 585 / 1520 / 276 / 0.651
4_1_cts: 2580 / 939 / 1490 / 284 / 0.689
5_1_grt: 2580 / 980 / 1260 / 284 / 0.689
6_report: 2580 / 929 / 1510 / 284 / 0.689
## worst paths after layout
check / startpoint / end / slack (ps) / cells past startpoint
max: A_reg[2] / out[5] / 1510 / 12
min: leds[5] / leds[5] / 430 / 1
max reg2reg: A_reg[2] / out[5] / 1510 / 12
min reg2reg: leds[5] / leds[5] / 430 / 1
max in group asynchronous: rst / opcode_reg[1] / 3130 / 3
min in group asynchronous: rst / out[5] / 1040 / 3
## placed cells by master, fill, tap and decap left out, types with 2 or more instances in the layout
cell / netlist / routed
nor3_1: 2 / 2
mux2i_1: 8 / 8
nor2b_1: 3 / 3
o21bai_1: 2 / 2
bufinv_16: 0 / 2
nor2_1: 25 / 25
clkdlybuf4s50_1: 0 / 39
a221oi_1: 2 / 2
fa_1: 7 / 7
xor2_1: 2 / 2
inv_1: 23 / 23
o21ai_0: 4 / 4
dfrtp_1: 38 / 38
ha_1: 14 / 14
xnor2_1: 3 / 3
a21oi_1: 9 / 9
nand2_1: 11 / 11
a31oi_1: 3 / 3
clkbuf_8: 0 / 6
nand2b_1: 5 / 5
o21ai_1: 7 / 7
## Yosys cell counts (2+ instances only)
library cell  number
buf_2              3
o21ai_1            7
mux2i_1            8
xor2_1             2
inv_1             23
dfrtp_1           38
ha_1              14
nor3_1             2
nand2b_1           5
xnor2_1            3
fa_1               7
a221oi_1           2
nor2b_1            3
a21oi_1            9
o21bai_1           2
nand2_1           11
a31oi_1            3
nor2_1            25
o21ai_0            4
## final cells by class
type / count / area, um^2
sequential: 38 / 951
multi-input combinational: 126 / 937
clock inverter: 2 / 60.1
inverter: 24 / 90.1
tap: 48 / 60.1
timing repair buffer: 40 / 398
clock buffer: 6 / 82.6
fill: 292 / 1160
## metal layers
metal	vias to the layer above	GRT usage	wire, um
met5	-	0	0
met4	0	0.0217	33
met3	4	0.0370	211
met2	36	0.348	2000
met1	679	0.354	1860
li1	727	-	-
## power by group
part           total (uW)  switching, uW  internal [uW]
Combinational         173           71.0            102
Clock                 351            114            236
Sequential            405           30.2            375
Power figures rest on the tool's default switching activity, not on a simulated workload.
